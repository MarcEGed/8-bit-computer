[./config.mk]
export PLATFORM = sky130hd
export DESIGN_NAME = RAM256x8
export DESIGN_NICKNAME = RAM256x8
export VERILOG_FILES = /design/flow/design.v
export SDC_FILE = /design/flow/constraint.sdc
export NUM_CORES = 4
export LEC_CHECK = 1
export CORE_UTILIZATION = 40
[./run.sh]
#!/bin/bash
# OpenROAD 26Q1-2900-gdf79404cd8, Yosys 0.63+post, stock flow scripts
make -C /OpenROAD-flow-scripts/flow DESIGN_CONFIG=/design/flow/config.mk WORK_HOME=/design/flow/orfs finish
[./constraint.sdc]
current_design RAM256x8

set clk_period 21.8
set clk_io_pct 0.2

create_clock -name clk0 -period $clk_period [get_ports {clk}]

set non_clock_inputs [all_inputs -no_clocks]
set_input_delay [expr $clk_period * $clk_io_pct] -clock clk0 $non_clock_inputs
set_output_delay [expr $clk_period * $clk_io_pct] -clock clk0 [all_outputs]
[./design.v]
module RAM256x8 (
    input  wire [7:0] addr,
    input  wire [7:0] dataIn,
    input  wire       readEnable,
    input  wire       writeEnable,
    input  wire       clk,
    output wire [7:0] dataOut
);
    reg [7:0] memory [0:255];
    always @(posedge clk) begin
        if (writeEnable) begin
            memory[addr] <= dataIn;
        end
    end
    assign dataOut = (readEnable) ? memory[addr] : 8'bzzzzzzzz;
endmodule
==> run_summary.xml <==
<?xml version="1.0" encoding="UTF-8"?>
<metrics>
  <group name="detailed_routing">
    <metric name="routed_wl" unit="µm">183000</metric>
    <metric name="dr_total_vias" unit="">36300</metric>
    <metric name="post-route-drc-count" unit="">0</metric>
    <metric name="avgRoutedWirePerCell" unit="µm">28.3</metric>
    <metric name="antenna_violating_nets_post_route" unit="">0</metric>
    <metric name="starting_drt_drc_count" unit="">2455</metric>
    <metric name="route.detailed.vias_per_inst" unit="">5.62</metric>
    <metric name="detail_route.first_pass.iterations" unit="">23</metric>
  </group>
  <group name="sta">
    <metric name="slew_viol_final" unit="">0</metric>
    <metric name="rsz0062_at_grt" unit="">no</metric>
    <metric name="timing.max_slew.rel_slack" unit="%">23.4</metric>
    <metric name="finalSetupTns" unit="ns">0</metric>
    <metric name="post-route-period-util" unit="%">65.6</metric>
    <metric name="maxClockFrequency" unit="MHz">69.9</metric>
    <metric name="post-route-min-period" unit="ns">14.31</metric>
    <metric name="tightest_slew" unit="ns">1.13</metric>
    <metric name="hold_viol_final" unit="">0</metric>
    <metric name="timing.final.setup_violations" unit="">0</metric>
  </group>
  <group name="clock_tree">
    <metric name="clockBufferDepth" unit="">3</metric>
    <metric name="worst_setup_hold_path_clk_slew" unit="ns">0.06</metric>
    <metric name="resize_count_post_cts" unit="">0</metric>
    <metric name="clkSinkCount" unit="">2048</metric>
    <metric name="clock-root-buffer" unit="">sky130_fd_sc_hd__clkbuf_16</metric>
    <metric name="h-tree-depth" unit="">4</metric>
    <metric name="number_of_setup_buffers_added_after_cts" unit="">0</metric>
    <metric name="tritoncts_clock_tree" unit="">done</metric>
    <metric name="cts_inserted_buffers" unit="">202</metric>
    <metric name="post_cts_hold_buffer_count" unit="">0</metric>
  </group>
  <group name="synthesis">
    <metric name="synthesis.area_per_instance" unit="µm²">22.1</metric>
    <metric name="synth-cells-yosys" unit="">3539</metric>
    <metric name="yosys-stat-area" unit="mm²">0.0783</metric>
    <metric name="synth_cell_type_count" unit="">21</metric>
    <metric name="post_synth_design_cell_area" unit="mm²">0.0783</metric>
    <metric name="postSynthSeqShare" unit="%">78.5</metric>
    <metric name="postSynthRegisterBits" unit="">2048</metric>
    <metric name="synth-warning-count" unit="">2</metric>
    <metric name="syn_inst" unit="">3539</metric>
  </group>
  <group name="final_layout">
    <metric name="post_route_cells_drive_above_1_share" unit="%">24.8</metric>
    <metric name="layout_top_cells_excl_fill_tap" unit="">sky130_fd_sc_hd__edfxtp_1, sky130_fd_sc_hd__mux4_2, sky130_fd_sc_hd__a22oi_1</metric>
    <metric name="reg.largest.list" unit="">memory x2048</metric>
    <metric name="flip_flop_count_of_the_largest_register_after_layout" unit="">2048</metric>
    <metric name="largest_register" unit="">memory</metric>
    <metric name="finalInstanceArea" unit="mm²">0.0885</metric>
    <metric name="synthesis_to_finish_area_growth" unit="%">13.0</metric>
    <metric name="final_common_cell" unit="">sky130_fd_sc_hd__edfxtp_1</metric>
  </group>
  <group name="status">
    <metric name="result_of_the_run" unit="">completed</metric>
  </group>
  <group name="floorplanning">
    <metric name="chip_width" unit="µm">445</metric>
    <metric name="floorplan.io_pins" unit="">27</metric>
    <metric name="die.size.y" unit="µm">445</metric>
    <metric name="rows" unit="">162</metric>
    <metric name="floorplan.core_util" unit="%">40.2</metric>
    <metric name="die_area" unit="mm²">0.198</metric>
    <metric name="design.core.area" unit="mm²">0.195</metric>
  </group>
  <group name="worst_setup_path">
    <metric name="worst-endpoint-required" unit="ns">17.44</metric>
    <metric name="worst-setup-path-type" unit="">input port to output pin</metric>
    <metric name="worst-endpoint-arrival" unit="ns">9.95</metric>
    <metric name="setup.worst_path.start_class" unit="">input port</metric>
    <metric name="crit_path_max_fanout" unit="">68</metric>
    <metric name="cp-end-kind" unit="">output pin</metric>
  </group>
  <group name="run">
    <metric name="max_cap_viol_count" unit="">0</metric>
    <metric name="warning_total_across_the_stage_logs" unit="">39</metric>
  </group>
  <group name="power">
    <metric name="power_per_cell_area" unit="mW/mm²">91.7</metric>
    <metric name="leakagePower" unit="nW">26.6</metric>
    <metric name="maximum_vdd_drop" unit="µV">77.1</metric>
  </group>
  <group name="global_route">
    <metric name="grt_max_degree" unit="">151</metric>
    <metric name="grt_remaining_overflow" unit="">0</metric>
    <metric name="number_of_global_route_vias_before_repair" unit="">40200</metric>
    <metric name="grt_first_pass_wirelength" unit="µm">268000</metric>
    <metric name="initial_antenna_violation_count" unit="">2</metric>
    <metric name="grt_usage" unit="%">20.7</metric>
  </group>
  <group name="placed_design">
    <metric name="finalWeightedCongestion" unit="">0.874</metric>
    <metric name="place.port_buffers" unit="">25</metric>
    <metric name="post-dp-hpwl" unit="µm">107000</metric>
    <metric name="placement.cell_area" unit="mm²">0.0820</metric>
  </group>
  <group name="hold_path">
    <metric name="holdCritPathClass" unit="">input port to flop</metric>
  </group>
</metrics>
-- metrics by stage --
stage | instances | hold slack, ns | total power [mW] | util (%) | setup WS, ns
5_1_grt | 6458 | 3.94 | 8.36 | 45.4 | 7.06
2_1_floorplan | 3539 | 4.46 | 4.62 | - | 11.34
4_1_cts | 6458 | 3.93 | 8.19 | 45.4 | 7.27
6_report | 6460 | 3.97 | 8.12 | 45.5 | 7.49
3_3_place_gp | 6097 | 4.82 | 4.78 | 42.1 | 7.28
3_5_place_dp | 6097 | 4.82 | 4.79 | 42.1 | 7.26
-- worst paths after layout --
path,start,cells past startpoint,to,slack [ns]
min,dataIn[6],1,memory[146][6]$_DFFE_PP_,3.97
max,addr[0],11,dataOut[1],7.49
-- layout make-up --
cell class	count	area (µm²)
antenna	2	5.00
clock buffer	246	5330
clock inverter	115	1190
fill	15800	106000
inverter	1	3.75
multi-input combinational	1258	15800
sequential	2048	61500
tap	2624	3280
timing repair buffer	166	1410
-- worst max-delay path, cell delays in order --
cell	delay [ns]
sky130_fd_sc_hd__buf_8	0.44
sky130_fd_sc_hd__buf_4	0.68
sky130_fd_sc_hd__buf_4	0.67
sky130_fd_sc_hd__buf_12	0.51
sky130_fd_sc_hd__mux4_2	0.61
sky130_fd_sc_hd__a22oi_1	0.39
sky130_fd_sc_hd__a21oi_1	0.18
sky130_fd_sc_hd__o41ai_1	0.88
sky130_fd_sc_hd__buf_4	0.27
sky130_fd_sc_hd__nand4_1	0.25
sky130_fd_sc_hd__clkdlybuf4s50_1	0.53
-- cell families after synthesis --
group	after synthesis	synth area share, %
and+or+nand+nor	330	1.74
muxes	512	14.7
AOI/OAI and AO/OA	416	3.63
DFF	2048	78.5
buffers and inverters	233	1.40
-- cell usage after synthesis --
cell type | n | area (µm²)
sky130_fd_sc_hd__a21oi_1 | 128 | 641
sky130_fd_sc_hd__a22oi_1 | 256 | 1920
sky130_fd_sc_hd__and2_1 | 3 | 18.8
sky130_fd_sc_hd__buf_1 | 19 | 71.3
sky130_fd_sc_hd__buf_2 | 36 | 180
sky130_fd_sc_hd__buf_4 | 16 | 120
sky130_fd_sc_hd__buf_6 | 16 | 180
sky130_fd_sc_hd__clkbuf_1 | 145 | 544
sky130_fd_sc_hd__edfxtp_1 | 2048 | 61500
sky130_fd_sc_hd__inv_1 | 1 | 3.75
sky130_fd_sc_hd__mux4_2 | 512 | 11500
sky130_fd_sc_hd__nand2_1 | 28 | 105
sky130_fd_sc_hd__nand2b_1 | 6 | 37.5
sky130_fd_sc_hd__nand3_1 | 13 | 65.1
sky130_fd_sc_hd__nand4_1 | 8 | 50.1
sky130_fd_sc_hd__nor2_1 | 232 | 871
sky130_fd_sc_hd__nor2b_1 | 7 | 43.8
sky130_fd_sc_hd__nor3_1 | 30 | 150
sky130_fd_sc_hd__o41ai_1 | 32 | 280
sky130_fd_sc_hd__or2_2 | 2 | 12.5
sky130_fd_sc_hd__or3_1 | 1 | 6.26
-- where the power goes --
part / total, mW / switching (mW) / leakage (nW) / internal [mW]
combinational: 0.359 / 0.235 / 5.02 / 0.124
sequential: 4.34 / 0.00167 / 18.4 / 4.34
clock: 3.41 / 1.44 / 3.17 / 1.98
total: 8.12 / 1.67 / 26.6 / 6.44
-- metal layers --
layer / share of wire, % / up-vias / GRT usage (%)
li1: - / 15300 / -
met1: 34 / 18800 / 26.8
met2: 48 / 1861 / 30.3
met3: 15 / 282 / 14.3
met4: 3.0 / 4 / 4.81
met5: 0.10 / - / 0.757
Power figures rest on the tool's default switching activity, not on a simulated workload.

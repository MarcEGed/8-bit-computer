<file path="design/flow/run.sh">
#!/bin/bash
# OpenROAD 26Q1-2900-gdf79404cd8, Yosys 0.63+post, stock flow scripts
make -C /OpenROAD-flow-scripts/flow DESIGN_CONFIG=/design/flow/config.mk WORK_HOME=/design/flow/orfs finish
</file>
<file path="design/flow/config.mk">
export PLATFORM = sky130hd
export DESIGN_NAME = RegisterFile
export DESIGN_NICKNAME = RegisterFile
export VERILOG_FILES = /design/flow/design.v
export SDC_FILE = /design/flow/constraint.sdc
export NUM_CORES = 4
export LEC_CHECK = 1
export CORE_UTILIZATION = 30
</file>
<file path="design/flow/constraint.sdc">
current_design RegisterFile

set clk_period 1.7
set clk_io_pct 0.2

create_clock -name clk0 -period $clk_period [get_ports {clk}]

set non_clock_inputs [all_inputs -no_clocks]
set_input_delay [expr $clk_period * $clk_io_pct] -clock clk0 $non_clock_inputs
set_output_delay [expr $clk_period * $clk_io_pct] -clock clk0 [all_outputs]
</file>
<file path="design/flow/design.v">
module RegisterFile (
    input  wire [7:0] dataIn,
    input  wire [2:0] writeSelect,
    input  wire       writeEnable,
    input  wire [2:0] readSelect,
    input  wire       clk,
    input  wire       clear,
    output wire [7:0] dataOut
);
    reg [7:0] registers [7:0];
    always @(posedge clk or posedge clear) begin
        if (clear) begin
            registers[0] <= 8'b0;    
            registers[1] <= 8'b0;    
            registers[2] <= 8'b0;    
            registers[3] <= 8'b0;    
            registers[4] <= 8'b0;    
            registers[5] <= 8'b0;    
            registers[6] <= 8'b0;    
            registers[7] <= 8'b0;    
        end else if (writeEnable) begin
            registers[writeSelect] <= dataIn;
        end
    end
    assign dataOut = registers[readSelect];
endmodule
</file>
==> reports/qor.yml <==
outcome:
  status: "finished, violations left"
  violations: "negative setup slack"
power:
  intPower_w: 0.00316
  power_switching_w: 0.00107
  switching_share_pct: 25.3
  vdd_ir_drop_max_mv: 0.459
  p_leak_nw: 1.89
  pwr-share-seq_pct: 48.3
  p_comb_share_pct: 22.3
  clkPwrFrac_pct: 29.4
  powerDensity_mw_per_mm2: 968
final_layout:
  layout-drive-gt1-share_pct: 58.2
  reg_top3: "registers (64)"
  largest_reg_flops: 64
  mi_logic_area_mm2: 0.00154
  top_register: "registers"
  seq_area_mm2: 0.00160
  postLayoutCellArea_mm2: 0.00436
  fillers: 916
  area_growth_pct: 43.3
  layoutNonFillerInstCount: 449
setup_path:
  critical_path_peak_fanout: 2
  path_cells: "mux4_2, a21oi_2, nor2_1, buf_2"
  reg2reg_depth: 1
  cp-end-kind: "primary output"
  r2r_end: "registers[0][5]"
  r2r-start: "registers[0][5]"
  crit_arrival_ns: 1.45
  crit_path_top_delay_cell: "mux4_2"
  worst-setup-path-type: "reg2out"
  critical-path-max-stage-delay_ns: 0.48
  worstPathRequired_ns: 1.36
  critPathLaunchType: "flip-flop"
  r2r_slack_ns: 0.91
final_timing:
  fin_crit_ns: 1.79
  tightest_slew_ns: 0.349
  grt_setup_unrepaired: "yes"
  hold_ws_ns: 0.449
  fmax_mhz: 557
  setup_viol: 5
  finalMaxSlewViolations: 0
  finalClockPeriodUsage_pct: 106
  slew_headroom_pct: 76.7
  hold_viol: 0
  layout_setup_ws_ns: -0.0939
  clock-skew-final_ns: 0
floorplanning:
  row_count: 36
  core_area_mm2: 0.00982
  die-height_um: 103
  die_width_um: 103
  ios: 25
  chipArea_mm2: 0.0105
  fp_util_pct: 31.0
placement:
  place_area_mm2: 0.00375
  gp_congestion: 0.821
  dp_hpwl_um: 4700
  io_buffers: 24
  placedCellCount: 416
flow_run:
  maxCapViolCount: 0
  stage_log_warnings: 27
drt:
  firstDrtPassIters: 4
  routed_wl_um: 7350
  drtIter0Drc: 79
  vias: 2177
  post_drt_wl_per_cell_um: 16.4
  n_antenna_cell: 0
  via_per_inst: 4.85
  final_antenna_net_count: 0
  drc_errors: 0
clock_tree:
  clk_path_buf_depth: 2
  cts_buffers: 9
  clk-insertion-delay-late_ns: 0.33
  cts_tree: "done"
  root_buffer: "clkbuf_8"
  htreeDepth: 3
  clk_pin_slew_ns: 0.06
  cts_sinks: 64
yosys:
  netlist_top_cells_count: "mux2_2, dfrtp_1, nor2_1"
  syn_inst: 235
  synth_cell_type_count: 33
  syn_avg_cell_area_um2: 12.9
  top_cell_area_share_pct: 52.6
  ys_area_mm2: 0.00304
  async_flop_share_pct: 100
  ys_ff: 64
  ys_seq_share_pct: 52.6
  edf_count: 0
  topCellsByArea: "dfrtp_1, mux2_2, mux2i_1, a21oi_1, a21o_1"
  yosysWarningCount: 2
  synth-main-ff-cell: "dfrtp_1"
  syn_area_mm2: 0.00304
  yosys.area.top_type: "dfrtp_1"
  yosysCellCount: 235
  synth_top_cell_by_count: "mux2_2"
global_route:
  overflow: 0
  grtUsageTotal_pct: 15.7
  grt_pass1_vias: 2263
  antenna_found_initial: 0
  grt_pass1_wl_um: 11900
  grt_max_degree: 65
hold_path:
  min_path_type: "in2async"
-- layout by cell type, fill, tap and decap left out, types with 3 or more instances in the layout --
cell and instances:
nand4b_1 3, buf_16 3, buf_6 11, nand2b_1 4, nor2_1 6, a21o_1 6, buf_4 30, mux2_2 65
buf_8 5, clkdlybuf4s50_1 13, dfrtp_1 64, nand2b_4 3, clkinv_2 3, a21oi_2 5, a31oi_2 3, nor3b_4 3
a21oi_1 4, buf_2 8, mux2i_1 8, a31oi_1 4, nor2_4 5, nand3_1 5, buf_12 9, nor3b_2 5
nand2_1 8, clkbuf_8 10, a22oi_2 4
-- cells by family after synthesis --
logic type / share of synthesized area, %
AOI/OAI and AO/OA: 6.09
buffers and inverters: 2.47
DFF: 52.6
muxes: 27.4
and+or+nand+nor: 11.4
-- worst max-delay path by stage --
stage                      startpoint    endpoint  slack [ns]  depth (start not counted)
after CTS             registers[7][0]  dataOut[0]       -0.12                          4
after global routing  registers[7][0]  dataOut[0]       -0.18                          4
final                 registers[7][0]  dataOut[0]       -0.09                          4
-- power by group through the flow --
stage / logic (W) / clock network [W] / registers, W
final: 0.000941 / 0.00124 / 0.00204
after global routing: 0.00103 / 0.00134 / 0.00208
after CTS: 0.000939 / 0.00128 / 0.00204
-- metrics by stage --
stage | TNS (ns) | utilization (%) | worst slack [ns] | power, W
after global placement | -13.35 | 38.2 | -0.823 | 0.00286
after floorplan | 0 | - | 0.189 | 0.00254
after CTS | -0.234 | 44.1 | -0.124 | 0.00425
final | -0.123 | 44.4 | -0.0939 | 0.00422
after detailed placement | -13.45 | 38.2 | -0.848 | 0.00289
after global routing | -0.542 | 44.4 | -0.182 | 0.00444
-- routing by layer --
layer  vias to the layer above  global-route usage (%)  part of all wire (%)
met5                         -                       0                     0
met3                        10                    3.17                   4.6
met1                      1109                    25.1                    49
li1                       1020                       -                     -
met4                         0                    2.20                   1.4
met2                        38                    23.2                    45
-- timing repair --
action,4_1_cts,5_1_grt
setup endpoints to repair,8,8
pin swaps,19,14
resized,102,7
cloned,4,0
setup buffers,14,0
hold buffers,0,0
-- final cells by class --
| class | instances | share of cell area, % |
|---|---|---|
| well taps | 133 | 3.82 |
| flip-flops and latches | 64 | 36.7 |
| clock buffers | 11 | 3.24 |
| repair buffers | 79 | 19.7 |
| multi-input cells | 157 | 35.4 |
| inverters | 1 | 0.172 |
| clock inverters | 4 | 1.03 |
-- critical path, delay by kind of cell, from the launching register on --
family	cells	cell delay, ns
mux	1	0.48
compound gates	1	0.13
simple gates	1	0.04
buf+inv	1	0.10
flops	1	0.37
Power figures rest on the tool's default switching activity, not on a simulated workload.

[flow/design.v]
module ALU(
    input wire[7:0] Wreg_w,
    input wire[7:0] Rn_w,
    input wire[2:0] ALU_OP,
    output reg[7:0] ALUResult_w,
    output reg carryF_w,
    output reg zeroF_w
);
reg [8:0] tmp;  
always @(*) begin
    case (ALU_OP)
        3'b000: begin                            
            tmp = Wreg_w + Rn_w;
            ALUResult_w = tmp[7:0];
            carryF_w = tmp[8];
        end
        3'b001: begin                            
            tmp = {1'b0, Wreg_w} - {1'b0, Rn_w}; 
            ALUResult_w = tmp[7:0];
            carryF_w = tmp[8];
        end
        3'b010: begin
            ALUResult_w = Wreg_w & Rn_w;     
            carryF_w = 0;
        end 
        3'b011: begin
            ALUResult_w = Wreg_w | Rn_w;     
            carryF_w = 0;
        end 
        3'b100: begin
            ALUResult_w = Wreg_w ^ Rn_w;     
            carryF_w = 0;
        end
        3'b101: begin
            ALUResult_w = ~Wreg_w;           
            carryF_w = 0;
        end 
        3'b110: begin                            
            tmp = Wreg_w + 1;
            ALUResult_w = tmp[7:0];
            carryF_w = tmp[8];
        end
        3'b111: begin                            
            tmp = {1'b0, Wreg_w} - 1;
            ALUResult_w = tmp[7:0];
            carryF_w = tmp[8];
        end
        default: begin
            ALUResult_w = 8'b0;
            carryF_w = 1'b0;
        end
    endcase
    zeroF_w = (ALUResult_w == 8'b0);
    end
endmodule
[flow/run.sh]
#!/bin/bash
# OpenROAD 26Q1-2900-gdf79404cd8, Yosys 0.63+post, stock flow scripts
make -C /OpenROAD-flow-scripts/flow DESIGN_CONFIG=/design/flow/config.mk WORK_HOME=/design/flow/orfs finish
[flow/config.mk]
export PLATFORM = sky130hd
export DESIGN_NAME = ALU
export DESIGN_NICKNAME = ALU
export VERILOG_FILES = /design/flow/design.v
export SDC_FILE = /design/flow/constraint.sdc
export NUM_CORES = 4
export LEC_CHECK = 1
export CORE_AREA = 10 10 110 110
export DIE_AREA = 0 0 120 120
[flow/constraint.sdc]
current_design ALU

set clk_period 4.2
set clk_io_pct 0.2

create_clock -name clk0 -period $clk_period

set non_clock_inputs [all_inputs -no_clocks]
set_input_delay [expr $clk_period * $clk_io_pct] -clock clk0 $non_clock_inputs
set_output_delay [expr $clk_period * $clk_io_pct] -clock clk0 [all_outputs]
==> run summary <==
The layout was made with Yosys and OpenROAD.

The routed length on met2 is about 3400 um. The run finished with clean final reports. The portion of the clock cycle consumed by the worst path in the final layout is between 90% and 100%. The count of buffers added on input and output ports is 29. After detailed routing, the wire length on met1 is ~3300 um. Cells fill between 30% and 40% of the core in the end.

The report lists the number of standard-cell rows as 36. The switching share of power is 44.0%. The timing report shows that the slowest cell on the worst path is sky130_fd_sc_hd__clkdlybuf4s50_1.

The detailed router placed about 2,300 vias in this run. The stage logs contain a warning count of 51. Counting the warning lines in the Yosys log gives 1.

The startpoint of the most critical setup path is Rn_w[6]. Averaged over all synthesized cells, the footprint is a little under 7 um^2. Per the layout area report, the combinational gate area comes to approximately 1900 um^2.

The final critical path time including I/O delays and setup is roughly 4.1 ns. The required time of the critical path is between 3 and 4 ns. After synthesis, the netlist uses about 57 different library cells. The critical path startpoint category is an input pin. In the synthesis report, Yosys lists the chip area as ~1700 um^2. The detail route stage leaves a number of antenna-violating nets equal to 0. The share of the core area taken by cells at floorplan is approximately 17%.

The DRC violation total left in the routed layout is recorded as 0. In the global route stage, overall resource usage came out at under 10%. The global-route wire length before repair is 11,800 um.

The flow reported a cell area power density of 134 nW/um^2. The capture point of the worst path is ALUResult_w[7]. The longest incremental delay of any stage on the critical path is reported as around 0.5 ns. The initial antenna violation count is 1. Wire segments on met3 add up to around 580 um in the final route.

Summing every instance area after synthesis gives ~1700 um^2. The HPWL after detailed placement is about 5600 um. The via count of the first global-routing pass is roughly 2,300. After synthesis, the most frequently instantiated cells are sky130_fd_sc_hd__ha_1 (29), sky130_fd_sc_hd__inv_1 (22), sky130_fd_sc_hd__nor2_1 (22). Hold-check failures listed in the final report amount to 0. The worst supply voltage drop on vdd is around 0.000050 V.

The final timing report counts setup violations totalling 0. The region available for standard cell placement spans slightly below 10,000 um^2. The switching component of the power is approximately 0.2 mW. The startpoint of the tightest hold check path is Rn_w[0]. The count of clock buffers in the final design is 0.

The number of DRC markers after the initial detailed-route iteration is between 100 and 150. The family with the most delay on the worst path is buffers and inverters. The transition at the pin with the smallest max-transition slack is ~0.38 ns. The first-pass iteration count of the detailed router is 5. The type of the worst setup path is input pin to primary output. The chip width is about 120 um. The area taken by flip-flops and latches is 0 um^2. The hold buffer count at CTS is 0. The die is around 120 um tall. The routed wire length is between 7000 and 8000 um.

The area fraction of the dominant cell type after synthesis is roughly 22%. The timing report lists the critical path depth as 11 cells. The die area is between 10,000 and 15,000 um^2.

The non-filler instance count after layout is 504. Looking at the gate-level netlist, the highest instance count belongs to sky130_fd_sc_hd__ha_1. The peak clock frequency supported by timing is 245 MHz. The global placer's final weighted congestion is about 0.89.

The kind of path behind the tightest hold check is input pin to primary output. The power report lists cell-internal power as 0.251 mW. In the final routed layout, each cell accounts on average for between 10 and 15 um. In this run the top signal layer used is met4. The main area contributors are sky130_fd_sc_hd__ha_1 (22%), sky130_fd_sc_hd__a21oi_1 (5.1%), sky130_fd_sc_hd__inv_1 (4.9%). The count of fill cells added during filler insertion is 968.

In the Yosys report, the sequential cells make up 0% of the chip area. Once placement completed, the tool counted placed cells totaling around 480. The share of cells above drive strength 1 is between 50% and 60%. The proportion of power drawn by combinational gates is about 100%. The maximum fanout along the worst path is 3. The cell count after synthesis is between 200 and 250.

For reference, the critical path cell chain is clkdlybuf4s50_1, inv_1, ha_4, buf_4, inv_1, o21bai_1, o41ai_2, buf_4, a221o_1, a22oi_2, clkdlybuf4s50_1. The tightest slew margin relative to the limit is between 70% and 80%. The buffering stage count on the worst path with inverters included is 6. The sequential share of power is 0%. Global routing finished with a remaining overflow of 0. The data arrival time of the critical path is 3.24 ns. The total leakage power is approximately 1.5 nW. The number of placed I/O pins is 29. The final max-slew violation count recorded for this run is 0. Entering global routing, the biggest net connects 13 pins.

The sequential cell count of the final layout is 0. The share of total power dissipated in the clock network is 0%. Sorting the Yosys area breakdown by cell type puts at the top sky130_fd_sc_hd__ha_1. The area growth from synthesis to layout is 100%. The run reported a max-capacitance violation count of 0. The average vias per placed instance is between 4 and 5. The cell count in the Yosys report is approximately 240. The endpoint type of the worst setup path is a primary output.
[layout make-up]
class / instances / area share (%)
Multi-Input combinational cell: 205 / 56.8
Inverter: 23 / 2.58
Timing Repair Buffer: 142 / 35.5
Tap cell: 133 / 4.96
Antenna cell: 1 / 0.0747
[power by group through the flow]
stage | sequential (mW) | combinational (mW) | clock, mW
CTS | 0 | 0.417 | 0
finish | 0 | 0.449 | 0.0000000318
global route | 0 | 0.488 | 0.0000000318
[worst min-delay path: stages]
cell and delay [ns]:
sky130_fd_sc_hd__buf_2 0.13, sky130_fd_sc_hd__buf_6 0.12, sky130_fd_sc_hd__inv_1 0.04, sky130_fd_sc_hd__ha_1 0.11, sky130_fd_sc_hd__nand2_1 0.04, sky130_fd_sc_hd__o21ai_0 0.15
sky130_fd_sc_hd__or4b_4 0.19, sky130_fd_sc_hd__nor4_4 0.03, sky130_fd_sc_hd__buf_2 0.10
[kinds of logic (layout without fill, tap and decap cells)]
logic type | after synthesis | after routing | share of synthesized area (%)
mux | 8 | 8 | 4.86
buf+inv | 36 | 165 | 9.72
fa+ha+maj | 31 | 31 | 24.1
other cells | 0 | 1 | 0
simple gates | 82 | 82 | 25.2
xor+xnor | 8 | 8 | 4.19
compound gates | 76 | 76 | 31.9
[worst min-delay path by stage]
| stage | depth (start not counted) | to | slack [ns] |
|---|---|---|---|
| finish | 9 | zeroF_w | 2.59 |
| global route | 9 | zeroF_w | 2.69 |
| CTS | 9 | zeroF_w | 2.61 |
[per-layer routing]
| layer | vias up | GRT usage [%] |
|---|---|---|
| met2 | 81 | 15.8 |
| met3 | 2 | 1.76 |
| met4 | 0 | 0.151 |
| met5 | - | 0 |
| met1 | 1091 | 13.7 |
| li1 | 1152 | - |
[repair_timing]
item                                   CTS  global route
setup endpoints to repair                7             5
buffers inserted                        17            13
cloned                                   1             0
endpoints found under the hold margin    0             0
pin swaps                               35            23
gates resized                          104            40
[stage by stage]
stage                     power [mW]  area, um^2  TNS [ns]  hold slack [ns]  setup WS (ns)
after floorplan                0.153        1670         0             1.79          0.495
after global placement         0.338        2690     -2.77             2.92         -0.665
after detailed placement       0.337        2690     -2.69             2.92         -0.685
after CTS                      0.417        3190         0             2.61         0.0185
after global routing           0.488        3350   -0.0157             2.69       -0.00939
final                          0.449        3350         0             2.59          0.115
[cells in the final DEF, fill, tap and decap left out, types with 3 or more instances in the layout]
cell type and n:
sky130_fd_sc_hd__ha_4 10, sky130_fd_sc_hd__inv_2 11, sky130_fd_sc_hd__nor2_2 3, sky130_fd_sc_hd__mux2i_1 7, sky130_fd_sc_hd__nand2b_1 7, sky130_fd_sc_hd__nor4_4 3, sky130_fd_sc_hd__buf_4 98, sky130_fd_sc_hd__nand3_1 7
sky130_fd_sc_hd__nor2_1 17, sky130_fd_sc_hd__o22ai_1 5, sky130_fd_sc_hd__a21oi_2 5, sky130_fd_sc_hd__inv_1 12, sky130_fd_sc_hd__a21oi_1 12, sky130_fd_sc_hd__clkdlybuf4s50_1 13, sky130_fd_sc_hd__nor3_1 4, sky130_fd_sc_hd__buf_6 12
sky130_fd_sc_hd__o21ai_0 10, sky130_fd_sc_hd__clkbuf_2 6, sky130_fd_sc_hd__nand2_1 16, sky130_fd_sc_hd__ha_1 17, sky130_fd_sc_hd__a21o_1 3, sky130_fd_sc_hd__buf_2 3, sky130_fd_sc_hd__a31oi_1 4, sky130_fd_sc_hd__xnor2_1 6
Power is estimated from default activity; no workload was simulated.
